===== flow/config.mk =====
export PLATFORM = sky130hd
export DESIGN_NAME = top_FFE
export DESIGN_NICKNAME = top_FFE
export VERILOG_FILES = /design/flow/design.v
export SDC_FILE = /design/flow/constraint.sdc
export NUM_CORES = 4
export LEC_CHECK = 1
export CORE_UTILIZATION = 50

===== flow/constraint.sdc =====
current_design top_FFE

set clk_period 13.1
set clk_io_pct 0.2

create_clock -name clk0 -period $clk_period [get_ports {clk}]

set non_clock_inputs [all_inputs -no_clocks]
set_input_delay [expr $clk_period * $clk_io_pct] -clock clk0 $non_clock_inputs
set_output_delay [expr $clk_period * $clk_io_pct] -clock clk0 [all_outputs]

===== flow/design.v =====
module FSM (
	input 	wire 			clk  			, 
	input   wire            rst  			, 
	input   wire            load 			,
	output  reg             adder_en		,
	output 	reg		[1:0]	select_mux_1	,  
	output  reg     [1:0]   select_mux_2	,
	output  reg             valid_out      ,
	output  reg         	shift_load_en	
);
localparam state_reg_width 			=	3 ;
localparam [state_reg_width-1:0]	s0	= 3'd0,
									s1 	= 3'd1,
									s2  = 3'd2,
									s3  = 3'd3,
									s4  = 3'd4;
reg [state_reg_width-1:0] current_state , next_state ;
always @(posedge clk or negedge rst ) begin
    if (!rst) begin
        current_state <= s0;
    end else begin
        current_state <= next_state;
    end
end
always @(*) begin
	shift_load_en 	= 'b0 ;
	select_mux_1  	= 'b0 ;
	select_mux_2  	= 'b0 ;
	adder_en 	   	= 'b1 ;
	valid_out     	= 'b0 ;
    case (current_state)    
		s0:begin
			if(load == 'd1) begin
				next_state 	= s1	;
				shift_load_en	= 'd1	;
			end else begin 
				next_state 	= s0	;
			end		
		end
		s1:begin
			adder_en       	= 'b0 ;
			select_mux_1 	= 'd0 ;
			select_mux_2 	= 'd0 ;
			next_state		= s2  ; 
		end
		s2:begin
			select_mux_1 	= 'd1 ;
			select_mux_2 	= 'd1 ;
			next_state		= s3  ; 
		end
		s3:begin
			select_mux_1 	= 'd2 ;
			select_mux_2 	= 'd2 ;
			next_state  = s4 ;
		end
		s4:begin
			select_mux_1 	= 'd3 ;
			select_mux_2 	= 'd3 ;
			valid_out     	= 'd1 ;
			if(load == 'd1) begin
				shift_load_en	= 'd1	;
				next_state		= s1  ;	
			end else begin
				next_state  = s0 ;
			end			
		end
    endcase
end								
endmodule
module Mux_4_to_1 ( 
	input 	wire [11:0] 	i1,i2,i3,i4 ,
	input	wire [1:0] 		select		 ,
	output 	reg  [11:0]		mux_out
);
	always @(*)begin
		case(select)
			'd0: 	mux_out =  i1;
			'd1:	mux_out =  i2;
			'd2:	mux_out =  i3;
			'd3:	mux_out =  i4;
			default:mux_out =  i1;
		endcase
	end
endmodule
module add(
	input 	wire 			    clk			, 
	input   wire                rst			,
	input   wire                adder_en	,
	input 	wire signed	[11:0] 	a 			,
	output 	reg  signed	[11:0] 	sum
);
always @(posedge clk or negedge rst ) begin
    if (!rst) begin
        sum <= 'b0 		;
    end else if (adder_en) begin
        sum <= a + sum	;
	end else begin
		sum <= a ;
	end  
end
endmodule
module multilpier (
	input 	wire signed		[11:0] 	x,y,
	output  wire signed 	[23:0] 	mul_out
);
	assign  mul_out = x * y;
endmodule
module shift_reg (
	input 	wire 						clk 			, 
	input 	wire 						rst 		  	,
	input 	wire 						shift_load_en 	,
	input 	wire signed 	[11:0] 		DATA_IN 		,
	output 	wire signed 	[47:0]		shift_reg_out
);
integer i ;
reg  [11:0]		DATA_OUT_BANK [3:0] ;
always @(posedge clk or negedge rst ) begin
	if (!rst) begin
		for(i = 0 ; i < 4 ; i = i + 1) begin
			DATA_OUT_BANK [i] <= 'b0 ;
		end
	end else if (shift_load_en) begin
		DATA_OUT_BANK [0] <= DATA_IN ;
		for(i = 1 ; i < 4 ; i = i + 1) begin
			DATA_OUT_BANK[i] <= DATA_OUT_BANK[i-1] ;
		end
    end
end
assign shift_reg_out = {DATA_OUT_BANK[3], DATA_OUT_BANK[2], DATA_OUT_BANK[1], DATA_OUT_BANK[0]} ;
endmodule
module top_FFE(
	input 	wire 						clk  			, 
	input   wire            			rst  			, 
	input   wire            			load 			,    
	input 	wire signed		[11:0]  	DATA_IN			,
	output  wire                        valid_out      ,
	output 	wire signed		[11:0]  	DATA_OUT  
);
	wire	[1:0]	select_mux_1 	;
	wire 	[1:0]	select_mux_2 	;
	wire    		shift_load_en 	; 
	wire            adder_en  	    ;
	wire 			sync_load     	;
	wire    signed   [11:0]	 mux1_out 		;
	wire 	signed	 [11:0]  mux2_out 		;
	wire signed	[23:0] 	mul_out	 ;
	wire signed	[11:0] 	reg_h0	=	12'h020	, 
						reg_h1	=	12'hff0	, 
						reg_h2	=	12'h00a	, 
						reg_h3	=	12'hffc	; 
	wire signed	[47:0] 	shift_reg      ;
	two_bit_sync U_sync_two_bit (
		.clk 			(clk)		,
		.rst 		   	(rst)      	,
		.async_signal 	(load)		,
		.sync_signal  	(sync_load)
	);
	FSM inst0 (
	  .clk				(clk)			,
	  .rst				(rst)			,
	  .adder_en        (adder_en)    	,
	  .load				(sync_load)	,
	  .valid_out       (valid_out)   	,
	  .select_mux_1	(select_mux_1)	,
	  .select_mux_2	(select_mux_2)	,
	  .shift_load_en	(shift_load_en)
	);
	shift_reg U_shift_reg(
		.clk				(clk)				,
		.rst				(rst)				,
		.shift_load_en		(shift_load_en)	,
		.DATA_IN			(DATA_IN)          	,
		.shift_reg_out   	(shift_reg)  
	);
	Mux_4_to_1  Mux_1(
		.i1			(shift_reg[11:0])	,
		.i2			(shift_reg[23:12])	,
		.i3			(shift_reg[35:24])	,
		.i4			(shift_reg[47:36]) ,
		.select		(select_mux_1)	,
		.mux_out	(mux1_out)
	);
	Mux_4_to_1  Mux_2(
		.i1			(reg_h0)		,
		.i2			(reg_h1)		,
		.i3			(reg_h2)		,
		.i4			(reg_h3) 		,
		.select		(select_mux_2)	,
		.mux_out	(mux2_out)
	);
	multilpier mul_inst (
		.x		 (mux1_out),
		.y		 (mux2_out),
		.mul_out(mul_out)
	);		
	add adder(
		.clk				(clk)			,
		.rst				(rst)			,
		.adder_en        	(adder_en)    	,	
		.a					(mul_out[17:6]),
		.sum				(DATA_OUT)
	);
endmodule
module two_bit_sync (
	input 	wire	clk				,
	input 	wire    rst           	,
	input	wire 	async_signal	,
	output  wire    sync_signal   
);
reg t1 , t2 ;  
always @(posedge clk or negedge rst) begin 
	if(!rst)begin
		t1 <= 'b0 ;
		t2 <= 'b0 ;
	end else begin
		t1 <= async_signal ;
		t2 <= t1 ;
	end
end
assign sync_signal = t2 ;
endmodule

===== flow/run.sh =====
#!/bin/bash
# OpenROAD 26Q1-2900-gdf79404cd8, Yosys 0.63+post, stock flow scripts
make -C /OpenROAD-flow-scripts/flow DESIGN_CONFIG=/design/flow/config.mk WORK_HOME=/design/flow/orfs finish

==> out/metrics.cfg <==
[floorplanning]
core_area_um2 = 13800
fp_util_pct = 51.2
row_count = 43
ioPinCount = 28
die_x_um = 121
die_h_um = 121
die_area_um2 = 14600

[route]
ant_nets = 0
drc = 0
drt_iter0_markers = 183
vias_per_cell = 5.24
dr.pass1.iters = 5
post_drt_wl_per_cell_um = 15.6
drt_wl_total_um = 14300
via_count = 4797
num_antenna_cells = 0

[global_routing]
grt-ovfl-total = 0
grt_pass1_wl_um = 24300
met1_usage_pct = 34.0
use_met3_pct = 4.99
first_global_vias = 4911
grt_util_all_layers_pct = 22.7
grt_use_met2_pct = 36.7
grt-busiest-layer = met2
antenna_found_initial = 0
grt_max_degree = 57

[finish]
fin_util_pct = 56.4
layout_top_cell = inv_1
final_cell_mix = inv_1 (126), fa_1 (79), ha_1 (67)
areaGrowthSynthToFinish_pct = 10.3
drive_above_1_share_pct = 12.2
fillers = 1181

[final_timing]
fmax_mhz = 117
fin_worst_skew_ns = 0.00545
unclocked_regs = 3
hold_viol_final = 0
grt_setup_unrepaired = false
setup_viol = 0
hold-worst-slack_ns = 0.356
maxSlewViolCount = 0
untimed_endpoints = 6
worst_pin_slew_ns = 0.740
fin_crit_sh_pct = 65.0
period_minus_slack_ns = 8.52
fin_setup_tns_ns = 0
max-slew-margin-rel_pct = 50.6

[placement]
place.gp.congestion = 0.926
hpwlAfterDp_um = 11800
portBuffers = 27

[setup_path]
critical_path_peak_fanout = 21
crit_buf_inv = 5
cp.arrival_ns = 8.77
reg2reg_setup_slack_ns = 4.58
end_kind = flop
crit_type = reg -> reg
reg2reg_to = adder.sum[11]
crit_slowest_cell = dfrtp_1
critPathTopFamily = adder cells
cp.required_ns = 13.35
reg2reg_depth = 33
setup.worst_path.start = inst0.current_state[1]
critical_path.startpoint_type = flop
rr_startpoint = inst0.current_state[1]
critPathMaxStageDelay_ns = 0.78

[logic_synthesis]
top_area_cell = dfrtp_1
ff_type = dfrtp_1
ys_warn_count = 6
synth_cell_types = 61
synthesis.area_um2 = 7070
top_cells_by_area = dfrtp_1 (23%), fa_1 (22%), ha_1 (12%)
ys_seq_elements = 68
yosys.area.top_type_share_pct = 23.0
synth-edff-count = 0
synthArstFlopShare_pct = 95.6
syn_area_per_cell_um2 = 9.98
syn_inst = 709
yosys_cells = 709
ys_area_um2 = 7070

[clocking]
cts-root-buf = clkbuf_16
cts_tree = done
postCtsResizedCells = 0
clkTransAtPathRegs_ns = 0.06
post_cts_buffers = 0
cts_hold_buf = 0
h-tree-depth = 3
insertion_delay_ns = 0.33
clk_path_buf_depth = 2
cts_buffers = 9

[min_path]
hold_path.class = reg -> reg
min_to = U_sync_two_bit.t2
hold_start = U_sync_two_bit.t1
min_path_cells = 0

[power_and_ir_drop]
power_density_nw_per_um2 = 162
leakage_nw = 3.77
power_mw = 1.26
ir_worst_vdd_mv = 0.110

[flow_run]
maxCapViolations = 0
warnings = 27

[outcome]
status = finished, final reports clean

## power breakdown
| part | total (mW) | switching (mW) | internal (mW) | leakage [nW] |
|---|---|---|---|---|
| logic | 0.724 | 0.366 | 0.359 | 2.81 |
| clock network | 0.249 | 0.0941 | 0.155 | 0.154 |
| registers | 0.288 | 0.0368 | 0.251 | 0.803 |
## how the worst max path moves through the flow
stage	to	slack [ns]	cells past startpoint
final	adder.sum[11]	4.58	33
after global routing	adder.sum[11]	3.92	33
after CTS	adder.sum[11]	4.61	33
## area by class of cell
type                    instances  area, um^2  share of cell area [%]
multi-input cells             494        4830                    61.9
flip-flops and latches         68        1670                    21.4
inverters                     127         477                    6.11
repair buffers                 30         288                    3.69
clock buffers                  10         239                    3.06
well taps                     180         225                    2.89
clock inverters                 6        73.8                   0.946
## logic make-up (layout without fill, tap and decap cells)
logic type	after synthesis	count (layout)	synth area share, %
multiplexers	60	60	9.39
buffers and inverters	147	173	8.14
adder cells (fa/ha/maj)	146	146	34.2
XOR/XNOR	37	37	4.78
other	1	1	0.0530
AND/OR/NAND/NOR	145	145	10.3
flip-flops	65	65	23.0
latches	3	3	0.637
AND-OR/OR-AND	105	105	9.48
## cell usage after synthesis (all sizes together), types with 3 or more instances
master    n
o21bai    4
a31oi     5
or2       5
and3      3
nor3b     3
nor2b     5
xor2     10
nor3      5
nand2    46
inv     127
dfrtp    65
mux2     51
a221oi    3
nor2     38
nand2b    5
ha       67
clkbuf    7
xnor2    26
dlxtn     3
and2     26
mux2i     9
nand3     4
a21oi    35
o211ai    3
a211oi    4
a22oi     3
buf      13
a21o     10
fa       79
o21ai    25
## sequential cells by signal, summed over array words and instances (netlist names)
register,cells
adder.sum,12
inst0.next_state,3
U_sync_two_bit.t1,1
inst0.current_state,3
U_shift_reg.DATA_OUT_BANK,48
U_sync_two_bit.t2,1
## layer usage
metal | share of wire [%] | routed length [um] | up-vias
met1 | 46 | 6490 | 2348
met3 | 4.8 | 689 | 13
met2 | 48 | 6870 | 96
li1 | - | - | 2340
met4 | 1.4 | 202 | 0
met5 | 0 | 0 | -
## worst register-to-register path: cells and delay by family, from the launching register on
family	cells	cell delay [ns]
fa+ha+maj	7	2.97
flops	1	0.78
compound gates	7	1.72
simple gates	11	1.95
xor+xnor	3	0.50
buf+inv	5	0.50
## stage by stage
stage                     area (um^2)  worst slack (ns)  instances
final                            7800              4.58        915
after global routing             7800              3.92        915
after CTS                        7800              4.61        915
after detailed placement         7490              4.65        899
after global placement           7490              4.86        899
after floorplan                  7070              6.01        709
No activity file was given, so power comes from the tool's default toggle rates.
